## flow/design.v

```verilog
module spi_master(rstb,clk,mlb,start,tdat,cdiv,din, ss,sck,dout,done,rdata);
    input rstb,clk,mlb,start;
    input [7:0] tdat;   
    input [1:0] cdiv;   
	input din;
	output reg ss; 
	output reg sck; 
	output reg dout; 
    output reg done;
	output reg [7:0] rdata;  
parameter idle=2'b00;		
parameter send=2'b10; 
parameter finish=2'b11; 
reg [1:0] cur,nxt;
	reg [7:0] treg,rreg;
	reg [3:0] nbit;
	reg [4:0] mid,cnt;
	reg shift,clr;
always @(start or cur or nbit or cdiv or rreg) begin
		 nxt=cur;
		 clr=0;  
		 shift=0; 
		 case(cur)
			idle:begin
				if(start==1)
		               begin 
							 case (cdiv)
								2'b00: mid=2;
								2'b01: mid=4;
								2'b10: mid=8;
								2'b11: mid=16;
 							 endcase
						shift=1;
						done=1'b0;
						nxt=send;	 
						end
		        end  
			send:begin
				ss=0;
				if(nbit!=8)
					begin shift=1; end
				else begin
						rdata=rreg;done=1'b1;
						nxt=finish;
					end
				end 
			finish:begin
					shift=0;
					ss=1;
					clr=1;
					nxt=idle;
				 end
			default: nxt=finish;
      endcase
    end 
always@(negedge clk or negedge rstb) begin
 if(rstb==0) 
   cur<=finish;
 else 
   cur<=nxt;
 end
always@(negedge clk or posedge clr) begin
  if(clr==1) 
		begin cnt=0; sck=1; end
  else begin
	if(shift==1) begin
		cnt=cnt+1; 
	  if(cnt==mid) begin
	  	sck=~sck;
		cnt=0;
		end  
	end  
 end  
end  
always@(posedge sck or posedge clr ) begin  
 if(clr==1)  begin
			nbit=0;  rreg=8'hFF;  end
    else begin 
		  if(mlb==0)  
			begin  rreg={din,rreg[7:1]};  end 
		  else   
			begin  rreg={rreg[6:0],din};  end
		  nbit=nbit+1;
 end  
end  
always@(negedge sck or posedge clr) begin
 if(clr==1) begin
	  treg=8'hFF;  dout=1;  
  end  
 else begin
		if(nbit==0) begin  
			treg=tdat; dout=mlb?treg[7]:treg[0];
		end  
		else begin
			if(mlb==0)  
				begin treg={1'b1,treg[7:1]}; dout=treg[0]; end
			else 
				begin treg={treg[6:0],1'b1}; dout=treg[7]; end
		end
 end  
end  
endmodule
```

## flow/run.sh

```bash
#!/bin/bash
# OpenROAD 26Q1-2900-gdf79404cd8, Yosys 0.63+post, stock flow scripts
make -C /OpenROAD-flow-scripts/flow DESIGN_CONFIG=/design/flow/config.mk WORK_HOME=/design/flow/orfs finish
```

## flow/config.mk

```make
export PLATFORM = sky130hd
export DESIGN_NAME = spi_master
export DESIGN_NICKNAME = spi_master
export VERILOG_FILES = /design/flow/design.v
export SDC_FILE = /design/flow/constraint.sdc
export NUM_CORES = 4
export LEC_CHECK = 1
export CORE_AREA = 10 10 112 112
export DIE_AREA = 0 0 122 122
```

## flow/constraint.sdc

```tcl
current_design spi_master

set clk_period 1.0
set clk_io_pct 0.2

create_clock -name clk0 -period $clk_period [get_ports {clk}]

set non_clock_inputs [all_inputs -no_clocks]
set_input_delay [expr $clk_period * $clk_io_pct] -clock clk0 $non_clock_inputs
set_output_delay [expr $clk_period * $clk_io_pct] -clock clk0 [all_outputs]
```

==> GITHUB_STEP_SUMMARY <==
### Flow metrics

| Metric | Value |
|---|---|
| Initial antenna violation count | 0 |
| Post-Route Setup TNS | -3.12 ns |
| CP startpoint | sck |
| PD cells | 1560 nW/um^2 |
| Maximum net fanout on the critical path | 3 |
| Worst R2R End | cnt[3] |
| Critical Path Sink Type | output pin |
| Post-Syn Area | 1640 um^2 |
| Final hold vios | 0 |
| Critical Path RT | 0.80 ns |
| Layout cells sized above 1 | 39.9% |
| Longest Clk Path Bufs | 2 |
| Top cells by area | dfstp_2 (31%), dlxtn_1 (13%), dfrtn_1 (11%) |
| Worst path depth | 1 |
| Root Buffer | clkbuf_8 |
| Asr flop ratio synth | between 60% and 70% |
| Cells after Synth | 134 |
| Largest net degree at the start of global routing | 28 |
| Core Util, Final | 22.9% |
| Layout Area Growth over Synthesis | 43.5% |
| Dominant cell type by area after synthesis | dfstp_2 |
| Final Cell Area | 2350 um^2 |
| First-pass GRT wire length | 5.08 mm |
| Top FF cell, synth | dfstp_2 |
| Violated checks | setup timing |
| YS warnings | 1 |
| Hold Buf Count CTS | 0 |
| Number of unconstrained endpoints | 46 |
| Pins over their slew limit | 0 |
| EDFF count, synth | 0 |
| Die x size | 122 um |
| Worst setup margin | -0.635 ns |
| Seq pwr share | 41.8% |
| Unrepaired setup endpoints after global routing | true |
| Count of unclocked register or latch pins | 35 |
| Crit path DAT | 1.44 ns |
| GRT Residual Overflow | 0 |
| Total CTS buffers | 3 |
| Clk pwr share | 11.8% |
| Psw | 1070 uW |
| H-tree depth | 1 |
| CP startpoint kind | register |
| CP endpoint | sck |
| Hold WC Path Type | register to async pin |
| Die span in y | 122 um |
| Number of global-route vias before repair | approximately 1000 |
| Comb power frac | 46.4% |
| Routed Antenna Nets | 0 |
| CTS tree | yes |
| HPWL after DPL | 2.47 mm |
| FF-to-FF Start | cnt[1] |
| Actual slew at the worst max-slew pin | 0.803 ns |
| CP max-delay cell | dfstp_2 |
| Placed Instance Area | 2200 um^2 |
| WL per Instance | around 10 um |
| Synth Area per Inst | roughly 12 um^2 |
| Yosys synthesis chip area | 1640 um^2 |
| Worst R2R Path Depth | 6 |
| Static Leak | 0.000967 uW |
| Latency at later pin | 0.29 ns |
| Post-Place Cells | 310 |
| PortBufs | 26 |
| Status | complete, but fails checks |
| Io pins | 27 |
| Post-synth cell types | 29 |
| DRC | 0 |
| Crit-path cells | buf_2 |
| Max cap viols | 0 |
| Final setup fails | 8 |
| Core region area | 10200 um^2 |
| Die ar. | about 15000 um^2 |
| Top delay family on crit path | flip-flops |
| TritonRoute pass-1 iters | 4 |
| Worst-path clk slew | 0.04 ns |
| Power Internal | around 2600 uW |
| Slew HR | 46.3% |
| Cell Count, Final, Fillers Out | 319 |
| Routability Congestion | between 0.7 and 0.8 |
| Via density | 3.30 |
| # Cells Yosys | 134 |
| Via Count | 1053 |
| R2r setup slk | -0.46 ns |
| Row cnt | 37 |
| Worst path bufs/invs | 1 |
| OpenROAD warnings | 31 |
| Critical Path Max Stage Delay | 0.54 ns |
| ANT cells | 0 |
| Sw frac | between 20% and 30% |
| Peak VDD IR | 669 uV |
| Setup CP Type | register to output pin |
| Top-area cell share | 30.5% |
| Iteration-0 DRC Markers | approximately 43 |
| Flops & latches, synth | ~44 |
| Total global-route track usage | 4.09% |
| Dpl ws | -1.09 ns |
| Fp util | 16.0% |
| Final clock skew | between 0.04 and 0.05 ns |
| Post-Route WL | 3.18 mm |
-- final cells by class --
class / count / area, um^2
sequential: 44 / 985
multi-input combinational: 78 / 673
tap: 136 / 170
timing repair buffer: 48 / 437
clock buffer: 3 / 41.3
clock inverter: 3 / 11.3
fill: 1069 / 7880
inverter: 7 / 30.0
-- stage by stage --
stage | hold slack, ns | power (uW)
final | 0.299 | 3650
after global routing | 0.350 | 3930
after floorplan | 0.166 | 2200
after CTS | 0.308 | 3480
after detailed placement | 0.266 | 2980
after global placement | 0.265 | 2960
-- per-layer routing --
layer  global-route usage, %  routed length [um]
met3                   0.986                 199
met1                    6.54                1650
met5                       0                   0
met2                    5.65                1330
met4                   0.298                   0
-- logic make-up (layout without fill, tap and decap cells) --
family          after synthesis  count (layout)  synth area share, %
simple gates                 35              35                 11.3
xor+xnor                     14              14                 7.50
buf+inv                      12              61                 3.44
fa+ha+maj                     3               3                 2.30
mux                          16              16                 11.2
flops                        30              30                 47.4
compound gates               10              10                 4.06
latches                      14              14                 12.9
-- sequential cells by signal, summed over array words and instances (netlist names) --
register  count
dout          1
mid           4
rreg          8
cur           3
treg          8
done          1
nbit          4
ss            1
sck           1
cnt           5
rdata         8
-- what timing repair did --
action | in CTS | in global routing
endpoints found under the setup margin | 9 | 8
resized | 13 | 11
endpoints found under the hold margin | 0 | 0
pin swaps | 8 | 10
setup buffers | 3 | 3
cloned | 0 | 0
-- layout by cell type, fill, tap and decap left out, drive strengths merged, types with 2 or more instances in the layout --
cell | synthesis | routed
nor2 | 10 | 10
xor2 | 3 | 3
nand3 | 6 | 6
nand2 | 10 | 10
dfrtp | 4 | 4
a21oi | 2 | 2
clkdlybuf4s50 | 0 | 24
dfstp | 19 | 19
o21ai | 6 | 6
dfrtn | 7 | 7
nor2b | 5 | 5
inv | 8 | 8
buf | 4 | 24
clkbuf | 0 | 3
mux2i | 7 | 7
mux2 | 8 | 8
dlxtn | 14 | 14
ha | 3 | 3
xnor2 | 11 | 11
-- how the worst min path moves through the flow --
stage / startpoint / endpoint / cells past startpoint
finish: cur[0] / cnt[4] / 2
global route: cur[0] / cnt[4] / 2
CTS: cur[0] / cnt[4] / 2
-- cells in the mapped netlist (all sizes together) (2+ instances only) --
master,instances
dfstp,19
nor2b,5
dfrtn,7
o21ai,6
nand3,6
xor2,3
buf,4
dlxtn,14
mux2,8
a21oi,2
ha,3
dfrtp,4
nor2,10
mux2i,7
inv,8
xnor2,11
nand2,10
-- power by group through the flow --
| stage | Sequential, uW | Combinational [uW] | Clock (uW) |
|---|---|---|---|
| after CTS | 1530 | 1510 | 444 |
| final | 1530 | 1700 | 430 |
| after global routing | 1590 | 1870 | 471 |
Power and IR drop assume default switching activity.
