[config.mk]
export PLATFORM = sky130hd
export DESIGN_NAME = spi_slave
export DESIGN_NICKNAME = spi_slave
export VERILOG_FILES = /design/flow/design.v
export SDC_FILE = /design/flow/constraint.sdc
export NUM_CORES = 4
export LEC_CHECK = 1
export CORE_AREA = 10 10 100 100
export DIE_AREA = 0 0 110 110
[constraint.sdc]
current_design spi_slave

set clk_period 2.5
set clk_io_pct 0.2

create_clock -name clk0 -period $clk_period [get_ports {sck}]

set non_clock_inputs [all_inputs -no_clocks]
set_input_delay [expr $clk_period * $clk_io_pct] -clock clk0 $non_clock_inputs
set_output_delay [expr $clk_period * $clk_io_pct] -clock clk0 [all_outputs]
[design.v]
module spi_slave (rstb,ten,tdata,mlb,ss,sck,sdin, sdout,done,rdata);
  input rstb,ss,sck,sdin,ten,mlb;
  input [7:0] tdata;
  output sdout;            
  output reg done;
  output reg [7:0] rdata;
  reg [7:0] treg,rreg;
  reg [3:0] nb;
  wire sout;
  assign sout=mlb?treg[7]:treg[0];
  assign sdout=( (!ss)&&ten )?sout:1'bz;  
always @(posedge sck or negedge rstb)
  begin
    if (rstb==0)
		begin rreg = 8'h00;  rdata = 8'h00; done = 0; nb = 0; end    
	else if (!ss) begin 
			if(mlb==0)   
				begin rreg ={sdin,rreg[7:1]}; end
			else      
				begin rreg ={rreg[6:0],sdin}; end  
			nb=nb+1;
			if(nb!=8) done=0;
			else  begin rdata=rreg; done=1; nb=0; end
		end	  
  end
always @(negedge sck or negedge rstb)
  begin
	if (rstb==0)
		begin treg = 8'hFF; end
	else begin
		if(!ss) begin			
			if(nb==0) treg=tdata;
			else begin
			   if(mlb==0)   
					begin treg = {1'b1,treg[7:1]}; end
			   else      
					begin treg = {treg[6:0],1'b1}; end			
			end
		end  
	 end  
  end  
endmodule
[run.sh]
#!/bin/bash
# OpenROAD 26Q1-2900-gdf79404cd8, Yosys 0.63+post, stock flow scripts
make -C /OpenROAD-flow-scripts/flow DESIGN_CONFIG=/design/flow/config.mk WORK_HOME=/design/flow/orfs finish
==> CHANGELOG.md <==
### Implementation results

- DR DRC count: 0
- Psw: 0.600 mW
- Sequential area share after synthesis: 51.4%
- Worst Clk Skew: 0.0652 ns
- Die area: 12,100 µm²
- Storage cell area: 736 µm²
- Top-area cell share: 36.7%
- Critical Path Fanout Max: 2
- Mapped Cells: 120
- Clk Latency, worst-skew pair: 0.34 ns
- Final Core Density: 26.7%
- Comb gate area: 718 µm²
- Total grt overflow: 0
- Post-Route WL: 3140 µm
- Reg2Reg Launch Point: nb[0]$_DFFE_PN0N_
- Synth async-reset ratio: 100%
- Max-cap viol count: 0
- Reg2Reg Setup Slack: -0.03 ns
- Commonest flop: dfrtp_1
- CP Data Required Time: 2.00 ns
- Seq pwr share: 40.8%
- Unique masters post-synth: 25
- Most common cell in the synthesized netlist: mux2_2
- Tot GR Track Use: 5.58%
- Yosys chip area: 1430 µm²
- Hold buffer count at cts: 0
- Final WS setup: -0.305 ns
- CP Launch Point: treg[0]$_DFFE_NN1N_
- Port bufs: 22
- Clock Tree Root: clkbuf_8
- Syn Area/Cell: 11.9 µm²
- Switch share: 29.6%
- Ports: 24
- Drt pass-1 iters: 3
- Total CTS buffers: 5
- Gr busiest metal: met2
- P_int: 1.43 mW
- Clk pwr share: 23.4%
- Final hold vios: 0
- DRT antenna net count: 0
- Vias in the first global route: 1,153
- Worst VDD drop: 0.425 mV
- Worst Setup Start Kind: flip-flop
- Pins Over Slew Limit: 0
- Layout fillers: 820
- Met1 Usage GRT: 7.34%
- Hold/Removal Path Class: reg2reg
- RSZ-0062 raised after global routing: yes
- Fp util: 18.3%
- Arrival @ worst endpoint: 2.30 ns
- Power Density: 973 nW/µm²
- Core Region: 7810 µm²
- Setup crit end kind: output pin
- Failing checks: setup timing
- First-pass GRT wire length: 5590 µm
- Die Y: 110 µm
- Via count: 1,039
- Final-report setup violation count: 8
- Setup total negative slack: -0.406 ns
- DRT iter0 DRCs: 23
- Area growth, synth to finish: 45.6%
- EDFF count, synth: 0
- Largest net degree at the start of global routing: 20
- Status: finished, violations left
- Layout cells sized above 1: 44.2%
- Max-slew headroom: 83.3%
- Comb power frac: 35.8%
- Worst min-delay path startpoint: treg[6]$_DFFE_NN1N_
- Post-Syn Area: 1430 µm²
- Initial antenna violation count: 0
- Die W: 110 µm
- Synth top cells by count: mux2_2, dfrtp_1, nand2_1, nor2_1
- Top cells, area: dfrtp_1, mux2_2, dfstp_2
- Clk sink count: 29
- Clock Path Buffers: 2
- CTS tree: yes
- Yosys cell count: 120
- #FFs+latches synth: 29
- Critical path class: reg2out
- Vias per cell: 3.89
- Clock Pin Slew Worst Setup and Hold Paths: 0.03 ns
- Routed len/inst: 11.7 µm
- Antenna cells: 0
- Tool warnings: 38
- Row Count: 32
- Post-place setup slack: -0.374 ns
- Pleak: 0.872 nW
- HPWL after DPL: 2160 µm
- WHS: 0.487 ns
- CTS H-tree lvls: 2
- RePlAce Congestion: 0.728
- Met2 usage: 8.51%
- Area leader, netlist: dfrtp_1
- Grt met3 use: 2.47%
- Synth warnings: 2
- Worst Tran Pin Value: 0.247 ns
logic make-up (layout without fill, tap and decap cells):
logic type | count (synthesis) | in the layout | synth area share (%)
AND-OR/OR-AND | 19 | 19 | 11.1
flip-flops | 29 | 29 | 51.4
buffers and inverters | 10 | 55 | 2.62
adder cells (fa/ha/maj) | 2 | 2 | 1.75
multiplexers | 26 | 26 | 20.4
XOR/XNOR | 2 | 2 | 1.22
AND/OR/NAND/NOR | 32 | 32 | 11.5
placed cells by master, fill, tap and decap left out, types with 2 or more instances in the layout:
cell type and count:
nor2b_1 6, dfstp_2 8, nor2_2 6, clkbuf_8 5, a211oi_2 4, inv_1 11
ha_1 2, a211oi_1 2, nor2_4 2, nand2b_1 2, nand2_1 9, buf_12 3
clkdlybuf4s50_1 20, dfrtp_1 21, o31ai_1 8, mux2_2 25, buf_4 10
path summary, 6_finish.rpt:
kind | end | cells past startpoint
setup / recovery | sdout | 2
hold / removal | treg[6]$_DFFE_NN1N_ | 2
setup reg to reg | treg[1]$_DFFE_NN1N_ | 5
hold reg to reg | treg[6]$_DFFE_NN1N_ | 2
max in group asynchronous | treg[7]$_DFFE_NN1N_ | 2
min in group asynchronous | nb[2]$_DFFE_PN0N_ | 2
critical path, stage by stage (launching register included):
cell and delay [ns]:
dfstp_2 0.52, mux2_4 0.13, buf_2 0.08
through the flow:
| stage | cell area (µm²) | std cells | total power [mW] |
|---|---|---|---|
| 2_1_floorplan | 1450 | 120 | 1.24 |
| 3_3_place_gp | 1900 | 251 | 1.54 |
| 3_5_place_dp | 1900 | 251 | 1.56 |
| 4_1_cts | 2060 | 266 | 2.05 |
| 5_1_grt | 2090 | 267 | 2.22 |
| 6_report | 2090 | 267 | 2.03 |
state kept, by name, indices dropped and copies added, names as in the netlist:
register	cells
nb	4
treg	8
rdata	8
rreg	8
done	1
timing repair:
item	CTS	global route
pin swaps	1	2
setup buffers	0	1
endpoints found under the setup margin	8	9
gates resized	15	6
area by class of cell:
class	count	share of cell area (%)
clock buffers	6	4.50
flip-flops and latches	29	35.3
inverters	3	0.540
clock inverters	10	1.86
multi-input cells	81	34.4
repair buffers	36	17.3
well taps	102	6.12
power by group through the flow:
| stage | clock [mW] | sequential [mW] | combinational, mW |
|---|---|---|---|
| finish | 0.476 | 0.827 | 0.727 |
| global route | 0.533 | 0.863 | 0.819 |
| CTS | 0.492 | 0.830 | 0.730 |
layer usage:
metal  routed length [µm]  vias up  part of all wire, %
li1                     -      511                    -
met1                 1490      505                   48
met2                 1330       21                   43
met3                  283        2                  9.0
met4                   28        0                 0.89
met5                    0        -                    0
Power figures rest on the tool's default switching activity, not on a simulated workload.
